<file path="./design.v">
`timescale 1ns/1ps
module neuron(
    input  logic [8-1:0] spikes_in,
    input  logic [8-1:0][3-1:0] weights,
    output logic spikes_out);
    logic [8:0] sum;
    int i;
    always @* begin
        sum = 'd0;
        for(i=0; i<8; i++) begin
	    if(spikes_in[i] == 1'b1)begin
                sum = sum + $unsigned(weights[i]);
	    end
        end
    end
    assign spikes_out = (sum >= 14) ? 1'b1 : 1'b0;
endmodule
</file>
<file path="./run.sh">
#!/bin/bash
# OpenROAD 26Q1-2900-gdf79404cd8, Yosys 0.63+post, stock flow scripts
make -C /OpenROAD-flow-scripts/flow DESIGN_CONFIG=/design/flow/config.mk WORK_HOME=/design/flow/orfs finish
</file>
<file path="./config.mk">
export PLATFORM = sky130hd
export DESIGN_NAME = neuron
export DESIGN_NICKNAME = neuron
export VERILOG_FILES = /design/flow/design.v
export SDC_FILE = /design/flow/constraint.sdc
export NUM_CORES = 4
export LEC_CHECK = 1
export CORE_AREA = 10 10 79 79
export DIE_AREA = 0 0 89 89
</file>
<file path="./constraint.sdc">
current_design neuron

set clk_period 11.1
set clk_io_pct 0.2

create_clock -name clk0 -period $clk_period

set non_clock_inputs [all_inputs -no_clocks]
set_input_delay [expr $clk_period * $clk_io_pct] -clock clk0 $non_clock_inputs
set_output_delay [expr $clk_period * $clk_io_pct] -clock clk0 [all_outputs]
</file>
==> results.json <==
{
  "period_used_share": 0.984,
  "grt_usage": 0.102,
  "period_minus_slack_ps": 10920,
  "yosys.cell_types.count": 51,
  "hold_violations": 0,
  "io_pins": 33,
  "worstSetupPathType": "input port to output port",
  "n_clock_buffer": 0,
  "placed_area_um2": 2140,
  "drtAntennaViolNets": 0,
  "wl_mm": 3.71,
  "tightest_slew_ps": 501,
  "p_seq_frac": 0,
  "synth_seq_share": 0,
  "antenna_found_initial": 0,
  "warnings": 34,
  "peakVddDrop_uv": 86.4,
  "die_height_um": 89,
  "leakagePower_nw": 1.01,
  "holdWs_ps": 5420,
  "mostFrequentLayoutCells": "buf_4 (33), clkdlybuf4s50_1 (27), ha_1 (19)",
  "outcome": "finished clean",
  "fp.coreArea_um2": 4660,
  "ys_cells": 205,
  "topCombFamilyByArea": "AND-OR/OR-AND gates",
  "routedWlPerCell_um": 11.6,
  "ys_chip_area_um2": 1550,
  "worstPathMaxFanout": 2,
  "first_pass_iters": 3,
  "drv_slew": 0,
  "power_w": 0.000254,
  "syn2layout_area_growth_pct": 46.6,
  "ys_warn_count": 1,
  "synthCells": 205,
  "min_path_type": "input port to output port",
  "critPathCaptureType": "output port",
  "ys_sh_adder": 0.261,
  "required_ps": 8880,
  "grt_pass1_wl_mm": 6.89,
  "power_frac_clock": 0,
  "finalSetupViolations": 0,
  "crit_arrival_ps": 8700,
  "synth-xor-area-share": 0.0906,
  "die-area_um2": 7920,
  "drcViolationCount": 0,
  "grt_start_max_net_pins": 13,
  "layout.cells.most_common": "buf_4",
  "mux_area_frac": 0.0639,
  "ys_sh_aoi": 0.309,
  "p_comb_frac": 1.000,
  "diodes": 0,
  "dr_total_vias": 1580,
  "cp-start-kind": "input port",
  "gp_congestion": 0.847,
  "swShare": 0.441,
  "postLayoutCellArea_um2": 2270,
  "post-place-ws_ps": -973,
  "syn_area_um2": 1550,
  "syn_area_per_cell_um2": 7.54,
  "ff_count": 0,
  "ctsHoldBuffers": 0,
  "die_w_um": 89,
  "rsz0062_at_grt": "yes",
  "critPathTopFamily": "adder cells",
  "intPower_w": 0.000142,
  "max_freq_mhz": 91.6,
  "worst_path_max_delay_cell": "fa_1",
  "seq_area_um2": 0,
  "p_sw_w": 0.000112,
  "slew_headroom": 0.664,
  "maxCapViolCount": 0,
  "power.density_nw_per_um2": 112,
  "core.rowCount": 25,
  "drtIter0Drc": 52,
  "io_buffers": 33,
  "fp_util": 0.332,
  "setup_ws_ps": 178,
  "cp_num_buf_inv": 9,
  "fin_util": 0.486,
  "fillers": 443,
  "slowest_delay_ps": 530,
  "grt_remaining_overflow": 0,
  "dp_hpwl_mm": 3.18,
  "ys_sh_simple": 0.208,
  "drive_above_1_share": 0.285,
  "via_per_inst": 4.92,
  "grt_pass1_vias": 1587
}
-- Yosys cell counts (2+ instances only) --
cell / instances / area [µm²]
o211ai_2: 2 / 25.0
nand2b_1: 4 / 25.0
ha_1: 21 / 263
o211ai_1: 4 / 30.0
nor2b_1: 9 / 56.3
o211a_2: 2 / 20.0
a21o_1: 3 / 22.5
o21ai_0: 11 / 55.1
inv_1: 23 / 86.3
o31a_1: 2 / 17.5
nand2_1: 16 / 60.1
and2_1: 6 / 37.5
o21ai_1: 5 / 25.0
a211o_1: 4 / 35.0
a22o_1: 2 / 17.5
fa_1: 7 / 140
nand3_1: 4 / 20.0
nor2_1: 9 / 33.8
mux2i_1: 2 / 20.0
nor3_1: 6 / 30.0
mux2_2: 7 / 78.8
a21oi_1: 10 / 50.1
xnor2_1: 8 / 70.1
xor2_1: 3 / 26.3
o22ai_1: 2 / 12.5
o21a_1: 6 / 45.0
buf_2: 3 / 15.0
-- repair_timing --
action                                  4_1_cts  5_1_grt
pin swaps                                    21       22
gates resized                                19       24
buffers inserted                              3        1
endpoints found under the setup margin        1        1
cloned                                        0        0
-- cell type report --
class                      count  area, µm²  share of cell area
multi-input combinational    178       1540               0.678
timing repair buffer          66        576               0.254
tap                           54       67.6              0.0298
inverter                      23       86.3              0.0381
-- cells by family (layout without fill, tap and decap cells) --
| kind of cell | count (synthesis) | in the layout |
|---|---|---|
| AOI/OAI and AO/OA | 66 | 66 |
| and+or+nand+nor | 62 | 62 |
| adders and majority gates | 28 | 28 |
| buffers and inverters | 27 | 89 |
| xor gates and xnor gates | 13 | 13 |
| muxes | 9 | 9 |
-- power groups by stage --
stage	registers, W	logic, W	clock network, W
finish	0	0.000254	0
CTS	0	0.000241	0
global route	0	0.000291	0
-- worst min-delay path, cell delays in order --
cell,delay [ps]
clkdlybuf4s50_1,460
o21ai_0,130
or3b_1,120
a21oi_1,40
o211ai_2,140
buf_2,90
-- routing by layer --
metal  vias up  track usage  share of wire
met3         2       0.0184          0.067
met1       681        0.143           0.50
met5         -            0              0
li1        869            -              -
met2        28        0.168           0.43
met4         0      0.00578         0.0040
-- stage by stage --
stage | instances | setup TNS, ps
global placement | 317 | -933
detailed placement | 317 | -973
global route | 321 | -205
floorplan | 205 | 0
finish | 321 | 0
CTS | 320 | 0
-- path summary, 6_finish.rpt --
kind	startpoint	end	slack, ps	cells after the start
worst max-delay path	spikes_in[0]	spikes_out	180	34
worst min-delay path	spikes_in[7]	spikes_out	5420	6
No activity file was given, so power comes from the tool's default toggle rates.
