==> flow/design.v <==
`timescale 1ns/1ps
module lateral_inhibition(
    input logic [3:0] time_val,
    input logic [16-1:0] spike_volley,
    input logic last_output_spike,
    input logic [3-1:0]  last_output_spike_time,
    input logic [4:0] last_winning_neuron,
    output logic output_spike,
    output logic [3-1:0] output_spike_time,
    output logic [4:0] winning_neuron
);
    always_comb begin
        output_spike_time = '0;
        output_spike = 1'b0;
        if(last_winning_neuron == 5'b11111)begin
            winning_neuron = -1;
            for(int i = 0; i < 16; i++) begin
                if(spike_volley[i] == 1'b1)begin
                    output_spike_time = time_val;
                    output_spike = 1'b0;
                    winning_neuron = i;                   
                end 
            end
        end else begin
            output_spike_time = last_output_spike_time;
            output_spike = last_output_spike;
            winning_neuron = last_winning_neuron;
        end
    end
endmodule
==> flow/run.sh <==
#!/bin/bash
# OpenROAD 26Q1-2900-gdf79404cd8, Yosys 0.63+post, stock flow scripts
make -C /OpenROAD-flow-scripts/flow DESIGN_CONFIG=/design/flow/config.mk WORK_HOME=/design/flow/orfs finish
==> flow/config.mk <==
export PLATFORM = sky130hd
export DESIGN_NAME = lateral_inhibition
export DESIGN_NICKNAME = lateral_inhibition
export VERILOG_FILES = /design/flow/design.v
export SDC_FILE = /design/flow/constraint.sdc
export NUM_CORES = 4
export LEC_CHECK = 1
export CORE_AREA = 10 10 70 70
export DIE_AREA = 0 0 80 80
==> flow/constraint.sdc <==
current_design lateral_inhibition

set clk_period 2.2
set clk_io_pct 0.2

create_clock -name clk0 -period $clk_period

set non_clock_inputs [all_inputs -no_clocks]
set_input_delay [expr $clk_period * $clk_io_pct] -clock clk0 $non_clock_inputs
set_output_delay [expr $clk_period * $clk_io_pct] -clock clk0 [all_outputs]
==> out/qor.csv <==
metric;value;unit
setup_viol;2;
slew_viol_final;0;
finalClockPeriodUsage;107;%
topCellsByArea;nor2_1 10%, a22o_1 9.0%, or4_4 7.7%;
start_kind;input port;
drt_iter0_markers;26;
drc;0;
cts_hold_buf;0;
ff_count;0;
hold_path_class;input port to output port;
setup.worst_path.end_class;output port;
n_clock_buffer;0;
grt.total_usage;4.89;%
fin_crit;2.35;ns
fin_area;925;um^2
fp_util;8.57;%
avgSynthCellArea;6.65;um^2
wl_per_cell;11.5;um
wl;1.78;mm
failed_checks;setup timing;
rsz0062_at_grt;yes;
cap_violations;0;
grt_antenna_before_repair;0;
yosysWarnings;1;
grt_pass1_vias;613;
die_x;80;um
grtUsageMet3;1.36;%
synth_area_leader_cell;nor2_1;
netlist_instances;44;
worstHoldPathCells;4;
worstMarginPinSlew;0.312;ns
ys_chip_area;293;um^2
comb_area;318;um^2
die_y;80;um
powerDensity;139;nW/um^2
ir_worst_vdd;0.0199;mV
status;finished with violations;
fin_ws;-0.148;ns
chipArea;6400;um^2
path_class;input port to output port;
top_area_share;10.3;%
vias;610;
synth_top_cell_by_count;nor2_1;
setup_tns;-0.166;ns
hold_path_end;winning_neuron[4];
ys_cells;44;
insertedDiodeCount;0;
place_congestion;0.841;
crit_fanout;3;
area_growth;216;%
antenna_left;0;
cp-startpoint;spike_volley[15];
ys_seq_share;0;%
drt_first_pass_iters;2;
busiest_layer;met2;
hold_viol;0;
grt_max_degree;7;
nFillCells;362;
ys_types;25;
critPathRequiredTime;1.76;ns
cp.arrival;1.91;ns
warnings;35;
dp_hpwl;1.47;mm
fmaxAchievable;426;MHz
drive_gt1_share;52.3;%
core;3420;um^2
hold_path_startpoint;last_winning_neuron[4];
io_buffers;37;
use_met1;5.93;%
regArea;0;um^2
common_cells;8 x nor2_1, 3 x a22o_1, 3 x o21ai_0;
p_leak;0.000415;uW
ios;38;
maxSlewHeadroom;79.0;%
placementRows;21;
gr-total-overflow;0;
via_per_inst;3.94;
netlist_area;293;um^2
placed_area;886;um^2
gr-usage-met2;8.83;%
grt_pass1_wl;2.67;mm
[cells by family after synthesis]
logic type | share of synthesized area (%)
compound gates | 36.3
buf+inv | 5.13
simple gates | 58.5
[through the flow]
stage	setup WS, ns	power, uW	utilization (%)	hold WS [ns]	std cells
finish	-0.148	128	27.1	1.18	155
global route	-0.226	140	27.1	1.22	155
CTS	-0.158	123	26.1	1.32	154
detailed placement	-0.675	133	25.9	1.77	149
global placement	-0.663	132	25.9	1.78	149
floorplan	0.240	21.5	-	0.943	44
[repair_timing]
action                                 4_1_cts  5_1_grt
cloned                                       0        0
setup endpoints to repair                    9        8
pin swaps                                   18        8
resized                                     83       13
buffers inserted                             5        2
endpoints found under the hold margin        0        0
[worst max path at each step]
stage	end	cells after the start	slack, ns
4_1_cts	output_spike_time[0]	7	-0.16
6_report	output_spike_time[0]	7	-0.15
5_1_grt	output_spike_time[0]	7	-0.23
[metal layers]
| layer | wire [um] | share of wire [%] |
|---|---|---|
| met4 | 0 | 0 |
| met2 | 871 | 49 |
| met5 | 0 | 0 |
| met1 | 739 | 41 |
| met3 | 171 | 9.6 |
[cell usage in the layout (no fill, tap or decap), drive strengths merged, types with 2 or more instances in the layout]
| master | instances |
|---|---|
| a22o | 3 |
| buf | 43 |
| clkdlybuf4s15 | 6 |
| clkdlybuf4s50 | 7 |
| dlygate4sd2 | 8 |
| inv | 2 |
| nand2b | 2 |
| nand4 | 2 |
| nor2 | 9 |
| nor2b | 2 |
| nor4 | 3 |
| o21ai | 3 |
| o311ai | 2 |
| or4 | 4 |
[report_power, final]
group / switching (uW) / leakage, uW / internal [uW]
clock: 0 / 0 / 0
sequential: 0 / 0 / 0
combinational: 43.4 / 0.000415 / 84.8
total: 43.4 / 0.000415 / 84.8
[worst max-delay path, stage by stage]
cell    delay [ns]
buf_6         0.09
or4_4         0.55
nor4_4        0.32
nor2_2        0.07
buf_4         0.13
a22o_1        0.19
buf_2         0.11
[area by class of cell]
type	count	area share, %
well taps	46	6.22
repair buffers	66	58.6
multi-input cells	41	34.4
inverters	2	0.812
No activity file was given, so power comes from the tool's default toggle rates.
